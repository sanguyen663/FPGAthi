$ cat /design/flow/design.v
module Clock_divider(clk_in, rstn, up, down, clk_out);
    input clk_in;
    input rstn;
    input up;
    input down;
    output reg clk_out;
    reg [27:0] counter = 28'd0;
    reg [27:0] DIVISOR;
    always @(posedge clk_in) begin
        counter <= counter + 28'd1;
        if (counter >= (DIVISOR - 1))
            counter <= 28'd0;
        clk_out <= (counter < DIVISOR/2) ? 1'b1 : 1'b0;
    end
    reg [25:0] counter_up;
    reg [25:0] counter_dw;
    always @(posedge clk_in) begin
        if (!rstn)
            counter_up <= 26'd0;
        else begin
            if (up || (up && down))
                counter_up <= 0;
            else begin
                if (counter_up == 26'h17D7840)
                    counter_up <= 0;
                else
                    counter_up <= counter_up + 1;
            end
        end
    end
    always @(posedge clk_in) begin
        if (!rstn)
            counter_dw <= 26'd0;
        else begin
            if (down && !up)
                counter_dw <= 0;
            else begin
                if (counter_dw == 26'h17D7840)
                    counter_dw <= 0;
                else
                    counter_dw <= counter_dw + 1;
            end
        end
    end
    always @(posedge clk_in) begin
        if (!rstn)
            DIVISOR <= 28'd16;
        else begin
            if (counter_up == 26'h17D7840)
                DIVISOR <= DIVISOR + 1;
            else if (counter_dw == 26'h17D7840)
                DIVISOR <= DIVISOR - 1;
        end
    end
endmodule
`timescale 1ns / 1ps
module sine_wave(
    input rstn,
    input clk,
    input up,
    input down,
    output [7:0] sin_out
    );
    wire clk_sine;
    Clock_divider clk_div_inst(
    .clk_in (clk),
    .rstn (rstn),
    .up (up),
    .down (down),
    .clk_out (clk_sine));
    reg [4:0]   counter;
    always @(negedge rstn or posedge clk_sine) begin
        if (!rstn)
            counter <= 0;
        else 
            if (counter == 29)
                counter <=0;
            else
                counter <= counter +1;
    end
    sine_rom sine_rom_inst(
        .address    (counter),
        .data   (sin_out),
        .read_en    (1'b1),
        .ce (1'b1)
    );
endmodule
module sine_rom (
address ,  
data    ,  
read_en ,  
ce         
);
input [4:0] address;
output [7:0] data;
input read_en;
input ce;
reg [7:0] data ;
always @ (ce or read_en or address)
begin
  case (address)
      0: data = 77;
      1: data = 93;
      2: data = 108;
      3: data = 122;
      4: data = 135;
      5: data = 144;
      6: data = 151;
      7: data = 154;
      8: data = 154;
      9: data = 151;
      10: data = 144;
      11: data = 135;
      12: data = 122;
      13: data = 108;
      14: data = 93;
      15: data = 77;
      16: data = 61;
      17: data = 46;
      18: data = 32;
      19: data = 19;
      20: data = 10;
      21: data = 3;
      22: data = 0;
      23: data = 0;
      24: data = 3;
      25: data = 10;
      26: data = 19;
      27: data = 32;
      28: data = 46;
      29: data = 61;
      default: data = 77;
  endcase
end
endmodule
$ cat /design/flow/run.sh
#!/bin/bash
# OpenROAD 26Q1-2900-gdf79404cd8, Yosys 0.63+post, stock flow scripts
make -C /OpenROAD-flow-scripts/flow DESIGN_CONFIG=/design/flow/config.mk WORK_HOME=/design/flow/orfs finish
$ cat /design/flow/config.mk
export PLATFORM = sky130hd
export DESIGN_NAME = sine_wave
export DESIGN_NICKNAME = sine_wave
export VERILOG_FILES = /design/flow/design.v
export SDC_FILE = /design/flow/constraint.sdc
export NUM_CORES = 4
export LEC_CHECK = 1
export CORE_UTILIZATION = 50
$ cat /design/flow/constraint.sdc
current_design sine_wave

set clk_period 7.5
set clk_io_pct 0.2

create_clock -name clk0 -period $clk_period [get_ports {clk}]

set non_clock_inputs [all_inputs -no_clocks]
set_input_delay [expr $clk_period * $clk_io_pct] -clock clk0 $non_clock_inputs
set_output_delay [expr $clk_period * $clk_io_pct] -clock clk0 [all_outputs]
==> run summary <==
Results of the run.

The number of register pins that no clock reaches is 5. The post-synth tally of flip-flops with integrated enable is 0. In the routed netlist, the antenna diode instances number 0.

Setup repair after global routing left no endpoint under its margin. The overall track demand over capacity in global routing is 0.2255. The routed layout has 6,199 vias.

The H-tree was split into 3 levels. The global placer's final weighted congestion is 0.9452. For this design, the CTS-stage hold fixing added 0 buffers. The final timing report counts setup violations totalling 0. The maximum clock frequency is 278.7 MHz.

The number of buffer cells added on primary ports is 11. 13 endpoints have no timing constraint. Dividing the detail-routed wire length by the instance count gives 14.86 um. For this block, the initial DRC count from the detailed router was 352.

The number of detailed-route iterations in the first pass is 5. The filler cell count is 1,335. The pin count of the biggest net entering global routing is 29. The worst-margin pin slew is 0.8010 ns. The mapped netlist covers 7486 sq um. Of all nets on the critical path, the largest fanout is 28. Summing over the stages, the warning tally comes to 33.

The boundary pin count is 12. Dividing the final minimum period by the clock period gives 0.4783. The area share of the leading cell type in the synthesized netlist is 0.2915. In the post-synthesis netlist, the biggest area contributors are dfxtp_1, ha_1, xnor2_1, nor2_1, xor2_1. The post-route core utilization is 0.5481. The run finished with clean final reports.

The post-route setup TNS is 0 ns. The ratio of routed vias to standard cells is 5.682. TritonCTS built the clock tree. For this run the aggregate overflow at the end of global routing stands at 0.

The tally of nets with antenna violations remaining after routing is 0. The total core area is 14,590 sq um. The required time of the critical path is 7.79 ns. Per the synth stats, the proportion of register bits with asynchronous set or reset is 0.04386. Clock latency on the worst-skew pair, taken at its later pin, is 0.36 ns.

The synthesized area per cell is 8.217 sq um. After layout, the design draws a total of 0.001287 W. The total leakage power is 3.028 nW. The cell at the root of the clock tree is clkbuf_16. Yosys stat counts 911 cells in the synthesized netlist. The leading register cell type out of synthesis is dfxtp_1. The shortest period the worst path allows is 3.588 ns. The initial antenna violation count is 0. The headroom to the max-slew limit is 0.4660. Looking at the setup timing report, the critical path kind is reg -> reg. The data arrival time reported for the critical path is 3.88 ns. The die covers 15,470 sq um. Looking at the VDD voltage map, the peak drop is 0.1296 mV. The post-synthesis register bit count is 114. The clock arrives with 0.01219 ns of skew.

The number of setup buffers added after CTS is 0. The netlist uses 65 different library cells. The type recorded for the worst min-delay path is reg -> reg. The number of buffers created by CTS is 9.

The gate count of the mapped netlist is 911. The share of synthesized area occupied by flip-flops and latches is 0.3082. The worst setup path is launched from a flip-flop. The half-perimeter wire length of the detailed placement result is 12,230 um. Of all cell types, the one taking the most synthesized area is dfxtp_1. The number of resized instances in the post-cts repair step is 0. Summing all multi-input logic gate instances after layout gives 4847 sq um.

Across the run, the number of max-cap violations was 0. According to the floorplan report, the die width is 124.4 um. The via count of the first global-routing pass is 6,005.

The final hold violation count recorded for this run is 0. The first global-routing pass estimated 28,660 um of wire. The deepest clock path buffer count is 2.

The share of cells above drive strength 1 is 0.04410. The number of warning messages in the yosys log is 3. The relative area change from synthesis to final layout is 6.819%.

The total detailed-routing wirelength is 16,220 um. The cell row count is 44. Total power normalized to cell area comes to 161.0 nW/um^2. The floorplan step records an initial core utilization of 0.5131. The critical path endpoint category is a flip-flop.

The overall die height is 124.4 um. The number of remaining DRC errors is 0. The final timing report lists a max-slew violation count of 0. The sequential standard cell area is 2307 sq um. The synthesized netlist has a Yosys-reported chip area of 7486 sq um. The timing report gives the clock slew at the launch and capture registers of the worst setup and hold paths as 0.08 ns.
[worst paths after layout]
path                         startpoint  cells past startpoint                          to  slack (ns)
min          clk_div_inst.counter_dw[0]                      1  clk_div_inst.counter_dw[0]        0.47
max             clk_div_inst.DIVISOR[0]                     14    clk_div_inst.counter[24]        3.91
max reg2reg     clk_div_inst.DIVISOR[0]                     14    clk_div_inst.counter[24]        3.91
min reg2reg  clk_div_inst.counter_dw[0]                      1  clk_div_inst.counter_dw[0]        0.47
[area by class of cell]
cell class | instances | area share
Timing Repair Buffer | 15 | 0.01752
Inverter | 44 | 0.02065
Clock inverter | 7 | 0.01017
Sequential cell | 114 | 0.2885
Clock buffer | 9 | 0.02816
Tap cell | 184 | 0.02879
Multi-Input combinational cell | 718 | 0.6062
[per-layer routing]
| layer | up-vias | global-route usage | share of wire |
|---|---|---|---|
| met5 | - | 0 | 0 |
| met4 | 0 | 0.04465 | 0.026 |
| met3 | 22 | 0.02627 | 0.032 |
| met2 | 103 | 0.3679 | 0.47 |
| met1 | 2885 | 0.3308 | 0.47 |
| li1 | 3189 | - | - |
[report_power, final]
group,internal (W),switching [W],leakage (nW)
registers,0.000607,0.0000328,0.940
logic,0.0000680,0.000102,1.94
clock network,0.000237,0.000240,0.146
total,0.000912,0.000375,3.03
[registers in the layout (all words and copies together), names as in the netlist]
register / count
clk_div_inst.counter_up: 26
clk_div_inst.counter: 28
clk_div_inst.clk_out: 1
clk_div_inst.counter_dw: 26
counter: 5
clk_div_inst.DIVISOR: 28
[cells by family after synthesis]
group | after synthesis | share of synthesized area
adders and majority gates | 69 | 0.1153
buffers and inverters | 79 | 0.04429
muxes | 2 | 0.002674
DFF | 114 | 0.3082
and+or+nand+nor | 416 | 0.2873
xor gates and xnor gates | 117 | 0.1369
AOI/OAI and AO/OA | 114 | 0.1053
[through the flow]
step / std cells / cell area (sq um) / hold WS (ns) / worst slack [ns]
CTS: 1091 / 7996 / 0.4718 / 3.933
detailed placement: 1075 / 7690 / 0.4518 / 3.974
global route: 1091 / 7996 / 0.5172 / 3.561
finish: 1091 / 7996 / 0.4694 / 3.912
global placement: 1075 / 7690 / 0.4417 / 4.013
floorplan: 911 / 7486 / 0.4300 / 4.346
[synth_stat cells (all sizes together) (4+ instances only)]
cell type and number:
dfxtp 109, o32ai 8, or3 7, nor4 16, nor2 136, o22ai 4
nor2b 7, and3 17, xnor2 65, and4 14, nand2 79, nor3 28
nand4 30, xor2 52, o21a 4, clkbuf 22, ha 69, a31oi 8
o211ai 8, a21o 8, or2 5, a21oi 23, nand3 49, o21ai 26
nand2b 4, inv 43, or4 8, buf 13, dfrtp 5, and2 5
[cell usage in the layout (no fill, tap or decap), drive strengths merged, types with 4 or more instances in the layout]
master         synthesis  routed
nor2                 136     136
ha                    69      69
o21ai                 26      26
nand2                 79      79
dfxtp                109     109
and2                   5       5
clkbuf                22       9
xor2                  52      52
a21o                   8       8
xnor2                 65      65
nor3                  28      28
a21oi                 23      23
inv                   43      45
o22ai                  4       4
a31oi                  8       8
or2                    5       5
nor4                  16      16
or4                    8       8
nand3                 49      49
nand2b                 4       4
and4                  14      14
o21a                   4       4
buf                   13       4
and3                  17      17
nand4                 30      30
o211ai                 8       8
clkdlybuf4s50          0      11
clkinv                 1       5
o32ai                  8       8
or3                    7       7
nor2b                  7       7
dfrtp                  5       5
[critical path, stage by stage, from the launching register on]
cell and delay (ns):
dfxtp_1 0.35, inv_1 0.12, ha_1 0.25, nor3b_2 0.48, nand4_2 0.27, or4_1 0.52, xnor2_1 0.16, ha_1 0.29
nand2_1 0.08, o221ai_1 0.12, a221oi_1 0.22, nor3_1 0.08, a31o_1 0.20, buf_4 0.22, nor2_1 0.14
Power is estimated from default activity; no workload was simulated.
