--- ./run.sh ---
#!/bin/bash
# OpenROAD 26Q1-2900-gdf79404cd8, Yosys 0.63+post, stock flow scripts
make -C /OpenROAD-flow-scripts/flow DESIGN_CONFIG=/design/flow/config.mk WORK_HOME=/design/flow/orfs finish
--- ./config.mk ---
export PLATFORM = sky130hd
export DESIGN_NAME = uart_loopback
export DESIGN_NICKNAME = uart_loopback
export VERILOG_FILES = /design/flow/design.v
export SDC_FILE = /design/flow/constraint.sdc
export NUM_CORES = 4
export LEC_CHECK = 1
export CORE_UTILIZATION = 50
--- ./constraint.sdc ---
current_design uart_loopback

set clk_period 3.5
set clk_io_pct 0.2

create_clock -name clk0 -period $clk_period [get_ports {sys_clk}]

set non_clock_inputs [all_inputs -no_clocks]
set_input_delay [expr $clk_period * $clk_io_pct] -clock clk0 $non_clock_inputs
set_output_delay [expr $clk_period * $clk_io_pct] -clock clk0 [all_outputs]
--- ./design.v ---
module uart_rx 
  #(parameter CLKS_PER_BIT=435)
  (
   input        i_Clock,
   input        i_Rx_Serial,
   output       o_Rx_DV,
   output [7:0] o_Rx_Byte
   );
  parameter s_IDLE         = 3'b000;
  parameter s_RX_START_BIT = 3'b001;
  parameter s_RX_DATA_BITS = 3'b010;
  parameter s_RX_STOP_BIT  = 3'b011;
  parameter s_CLEANUP      = 3'b100;
  reg           r_Rx_Data_R = 1'b1;
  reg           r_Rx_Data   = 1'b1;
  reg [8:0]     r_Clock_Count = 0;
  reg [2:0]     r_Bit_Index   = 0;  
  reg [7:0]     r_Rx_Byte     = 0;
  reg           r_Rx_DV       = 0;
  reg [2:0]     r_SM_Main     = 0;
  always @(posedge i_Clock)
    begin
      r_Rx_Data_R <= i_Rx_Serial;
      r_Rx_Data   <= r_Rx_Data_R;
    end
  always @(posedge i_Clock)
    begin
      case (r_SM_Main)
        s_IDLE :
          begin
            r_Rx_DV       <= 1'b0;
            r_Clock_Count <= 0;
            r_Bit_Index   <= 0;
            if (r_Rx_Data == 1'b0)           
              r_SM_Main <= s_RX_START_BIT;
            else
              r_SM_Main <= s_IDLE;
          end
        s_RX_START_BIT :
          begin
            if (r_Clock_Count == (CLKS_PER_BIT-1)/2)
              begin
                if (r_Rx_Data == 1'b0)
                  begin
                    r_Clock_Count <= 0;   
                    r_SM_Main     <= s_RX_DATA_BITS;
                  end
                else
                  r_SM_Main <= s_IDLE;
              end
            else
              begin
                r_Clock_Count <= r_Clock_Count + 1;
                r_SM_Main     <= s_RX_START_BIT;
              end
          end  
        s_RX_DATA_BITS :
          begin
            if (r_Clock_Count < CLKS_PER_BIT-1)
              begin
                r_Clock_Count <= r_Clock_Count + 1;
                r_SM_Main     <= s_RX_DATA_BITS;
              end
            else
              begin
                r_Clock_Count          <= 0;
                r_Rx_Byte[r_Bit_Index] <= r_Rx_Data;
                if (r_Bit_Index < 7)
                  begin
                    r_Bit_Index <= r_Bit_Index + 1;
                    r_SM_Main   <= s_RX_DATA_BITS;
                  end
                else
                  begin
                    r_Bit_Index <= 0;
                    r_SM_Main   <= s_RX_STOP_BIT;
                  end
              end
          end  
        s_RX_STOP_BIT :
          begin
            if (r_Clock_Count < CLKS_PER_BIT-1)
              begin
                r_Clock_Count <= r_Clock_Count + 1;
                r_SM_Main     <= s_RX_STOP_BIT;
              end
            else
              begin
                r_Rx_DV       <= 1'b1;
                r_Clock_Count <= 0;
                r_SM_Main     <= s_CLEANUP;
              end
          end  
        s_CLEANUP :
          begin
            r_SM_Main <= s_IDLE;
            r_Rx_DV   <= 1'b0;
          end
        default :
          r_SM_Main <= s_IDLE;
      endcase
    end   
  assign o_Rx_DV   = r_Rx_DV;
  assign o_Rx_Byte = r_Rx_Byte;
endmodule  
`timescale 1ns / 1ps
module uart_tx 
  #(parameter CLKS_PER_BIT=435)
  (
   input       i_Clock,
   input       i_Tx_DV,
   input [7:0] i_Tx_Byte, 
   output      o_Tx_Active,
   output reg  o_Tx_Serial,
   output      o_Tx_Done
   );
  parameter s_IDLE         = 3'b000;
  parameter s_TX_START_BIT = 3'b001;
  parameter s_TX_DATA_BITS = 3'b010;
  parameter s_TX_STOP_BIT  = 3'b011;
  parameter s_CLEANUP      = 3'b100;
  reg [2:0]    r_SM_Main     = 0;
  reg [8:0]    r_Clock_Count = 0;
  reg [2:0]    r_Bit_Index   = 0;
  reg [7:0]    r_Tx_Data     = 0;
  reg          r_Tx_Done     = 0;
  reg          r_Tx_Active   = 0;
  always @(posedge i_Clock)
    begin
      case (r_SM_Main)
        s_IDLE :
          begin
            o_Tx_Serial   <= 1'b1;          
            r_Tx_Done     <= 1'b0;
            r_Clock_Count <= 0;
            r_Bit_Index   <= 0;
            if (i_Tx_DV == 1'b1)
              begin
                r_Tx_Active <= 1'b1;
                r_Tx_Data   <= i_Tx_Byte;
                r_SM_Main   <= s_TX_START_BIT;
              end
            else
              r_SM_Main <= s_IDLE;
          end  
        s_TX_START_BIT :
          begin
            o_Tx_Serial <= 1'b0;
            if (r_Clock_Count < CLKS_PER_BIT-1)
              begin
                r_Clock_Count <= r_Clock_Count + 1;
                r_SM_Main     <= s_TX_START_BIT;
              end
            else
              begin
                r_Clock_Count <= 0;
                r_SM_Main     <= s_TX_DATA_BITS;
              end
          end  
        s_TX_DATA_BITS :
          begin
            o_Tx_Serial <= r_Tx_Data[r_Bit_Index];
            if (r_Clock_Count < CLKS_PER_BIT-1)
              begin
                r_Clock_Count <= r_Clock_Count + 1;
                r_SM_Main     <= s_TX_DATA_BITS;
              end
            else
              begin
                r_Clock_Count <= 0;
                if (r_Bit_Index < 7)
                  begin
                    r_Bit_Index <= r_Bit_Index + 1;
                    r_SM_Main   <= s_TX_DATA_BITS;
                  end
                else
                  begin
                    r_Bit_Index <= 0;
                    r_SM_Main   <= s_TX_STOP_BIT;
                  end
              end
          end  
        s_TX_STOP_BIT :
          begin
            o_Tx_Serial <= 1'b1;
            if (r_Clock_Count < CLKS_PER_BIT-1)
              begin
                r_Clock_Count <= r_Clock_Count + 1;
                r_SM_Main     <= s_TX_STOP_BIT;
              end
            else
              begin
                r_Tx_Done     <= 1'b1;
                r_Clock_Count <= 0;
                r_SM_Main     <= s_IDLE;
                r_Tx_Active   <= 1'b0;
              end
          end  
        default :
          r_SM_Main <= s_IDLE;
      endcase
    end
  assign o_Tx_Active = r_Tx_Active;
  assign o_Tx_Done   = r_Tx_Done;
endmodule
`timescale 1ns / 1ps
module uart_loopback
(
input                           sys_clk,        
input                           rst_n,         
input                           uart_rx,       
output                          uart_tx       
);
 parameter c_CLKS_PER_BIT    = 435;
 wire [7:0] w_Rx_Byte;
 wire [7:0] w_Tx_Byte;
 wire       o_Rx_DV;
 reg        i_Tx_DV;
 wire       o_Tx_Done;
 wire       o_Tx_Active;
 parameter                        CLK_FRE = 50; 
 localparam                       IDLE =  0;
 localparam                       SEND =  1;    
 localparam                       WAIT =  2;    
 reg[7:0]                         tx_data;       
 reg[7:0]                         tx_str;        
 reg[7:0]                         tx_cnt;
 wire[7:0]                        rx_data;
 reg[31:0]                        wait_cnt;
 reg[3:0]                         state;
 always@(posedge sys_clk or negedge rst_n)
 begin
     if(rst_n == 1'b0)
     begin
         wait_cnt <= 32'd0;
         tx_data <= 8'd0;
         state <= IDLE;
         tx_cnt <= 8'd0;
         i_Tx_DV <= 1'b0;
     end
     else
     case(state)
         IDLE:
             state <= SEND;
         SEND:
         begin
             wait_cnt <= 32'd0;
             tx_data <= tx_str;
             if(~o_Tx_Active)
                i_Tx_DV <= 1'b1;
             else
                i_Tx_DV <= 1'b0;
             if(o_Tx_Done == 1'b1 && tx_cnt < 8'd12) 
             begin
                 tx_cnt <= tx_cnt + 8'd1;  
                 i_Tx_DV <= 1'b0;
             end
             else if(o_Tx_Done == 1'b1) 
             begin
                 tx_cnt <= 8'd0;
                 i_Tx_DV <= 1'b0;
                 state <= WAIT;
             end
         end
         WAIT:
         begin
             wait_cnt <= wait_cnt + 32'd1;
             if(o_Rx_DV == 1'b1)
             begin
                tx_data <= w_Rx_Byte;    
                i_Tx_DV <= 1'b1;
             end
             else if(wait_cnt >= CLK_FRE * 1000000)  
             begin
                 state <= SEND;
                 i_Tx_DV <= 1'b0;
             end
             else
                 i_Tx_DV <= 1'b0;
         end
         default:
             state <= IDLE;
     endcase
 end
 always@(*)
 begin
     case(tx_cnt)
         8'd0 :  tx_str <= "H";
         8'd1 :  tx_str <= "E";
         8'd2 :  tx_str <= "L";
         8'd3 :  tx_str <= "L";
         8'd4 :  tx_str <= "O";
         8'd5 :  tx_str <= " ";
         8'd6 :  tx_str <= "C";
         8'd7 :  tx_str <= "4";
         8'd8 :  tx_str <= "I";
         8'd9 :  tx_str <= "5";
         8'd10:  tx_str <= "7";
         8'd11:  tx_str <= "\r";
         8'd12:  tx_str <= "\n";
         default:tx_str <= 8'd0;
     endcase
 end
 uart_rx #(.CLKS_PER_BIT(c_CLKS_PER_BIT)) UART_RX_INST
    (.i_Clock(sys_clk),
     .i_Rx_Serial(uart_rx),
     .o_Rx_DV(o_Rx_DV),
     .o_Rx_Byte(w_Rx_Byte)
     );
  assign w_Tx_Byte = tx_data; 
  uart_tx #(.CLKS_PER_BIT(c_CLKS_PER_BIT)) UART_TX_INST
    (.i_Clock(sys_clk),
     .i_Tx_DV(i_Tx_DV),
     .i_Tx_Byte(w_Tx_Byte),
     .o_Tx_Active(o_Tx_Active),
     .o_Tx_Serial(uart_tx),
     .o_Tx_Done(o_Tx_Done)
     );
endmodule
==> GITHUB_STEP_SUMMARY <==
## PnR job results

| Metric | Value |
|---|---|
| Mapped cell area | 5321 um^2 |
| CP Class | register to register |
| Maximum VDD drop | 0.4090 mV |
| Number of synthesized flops with an enable pin | 44 |
| Synth warnings | 3 |
| CP top delay family | simple AND/OR/NAND/NOR gates |
| Met2 usage | 28.67% |
| CTS tree | done |
| Tool warnings | 39 |
| Hold Vio Cnt, Final | 0 |
| Layout area overhead | 7.148% |
| Tcrit/Tclk final | 57.69% |
| Worst hold path type | register to register |
| Crit path largest cell delay | 0.51 ns |
| Crit-path slowest cell | or4b_1 |
| F_max | 495.3 MHz |
| Yosys reg bits | 103 |
| Vias in the first global route | 3,482 |
| Pwr dens | 623.2 nW/um^2 |
| Dpl cell area | 5497 um^2 |
| Setup Buffers After CTS | 0 |
| Grt met1 use | 29.59% |
| DRT Pass-1 Iters | 4 |
| Startpoint type of the worst setup path | register |
| Initial core utilization | 51.55% |
| Syn avg cell area | 10.62 um^2 |
| Routed WL | 8.812 mm |
| CTS Hold Bufs | 0 |
| Synth cell types | 66 |
| Port bufs | 3 |
| Diode count | 0 |
| Clk Tree Root Cell | clkbuf_8 |
| Status | completed |
| Num CTS Buffers | 9 |
| Ys async rst share | 50.49% |
| Die Y | 105.2 um |
| Reg2reg setup slack | 1.48 ns |
| Post-synth top cells | 66 x nand2_1, 51 x dfrtp_1, 51 x nor2_1 |
| Antenna-violating nets left | 0 |
| GR peak layer | met1 |
| Reg clk slew, reported paths | 0.08 ns |
| Yosys stat area | 5321 um^2 |
| Setup total negative slack | 0 ns |
| Gr usage total | 18.65% |
| Largest net degree at the start of global routing | 53 |
| I/O pin cnt | 4 |
| DR vias | 3,525 |
| Share of post-route cells with drive strength above 1 | 8.350% |
| RSZ-0062 raised after global routing | false |
| Clock buffer depth | 2 |
| HPWL Detailed | 6.082 mm |
| CP max FO | 9 |
| Seq share, synth | 51.94% |
| WL/cell | 13.54 um |
| Yosys top cell area share | 24.83% |
| Met3 Track Usage GR | 4.701% |
| Final instance area | 5702 um^2 |
| P_leak | 2.462 nW |
| WP data required | 3.58 ns |
| Arrival @ worst endpoint | 2.10 ns |
| Tmin final | 2.019 ns |
| Top_reg_cell synth | dfrtp_1 |
| Tot Pwr | 3.553 mW |
| # DRC | 0 |
| MaxCap Viol Count | 0 |
| Top cells by area | edfxtp_1 25%, dfrtp_1 24%, mux2i_1 5.3% |
| Total gr overflow | 0 |
| Synth top cell by count | nand2_1 |
| Latest clock arrival within the worst-skew pair | 0.37 ns |
| DRT iter0 DRCs | 182 |
| Number of clock sinks | 103 |
| Final setup fails | 0 |
| Dominant cell type by area after synthesis | edfxtp_1 |
| Final Max-Slew Violation Tally | 0 |
| Relative slew slack | 55.47% |
| Routability cong. | 0.8207 |
| Crit end category | register |
| PostCTS Resize Cnt | 0 |
| Clock Skew | 0.01635 ns |
| Die area | 11,060 um^2 |
| Core area | 10,320 um^2 |
| H-tree Lvls | 3 |
| Global-route wire length before repair | 16.01 mm |
| Crit-path cells | inv_1, ha_1, nor4b_2, or4b_1, nor3b_1, nor2_1 |
| Worst slew pin tran | 0.6656 ns |
| Post-Syn Instances | 501 |
| Cell Rows | 37 |
| Die width | 105.2 um |
| Vias/cell | 5.415 |
| Antenna violations before repair | 0 |
| # Cells Yosys | 501 |
| Worst path bufs/invs | 1 |
[power by group]
group | total [mW] | switching [mW] | internal [mW]
registers | 1.84 | 0.262 | 1.58
logic | 0.979 | 0.571 | 0.408
clock network | 0.736 | 0.389 | 0.347
total | 3.55 | 1.22 | 2.33
[cells in the final DEF, fill, tap and decap left out, types with 13 or more instances in the layout]
cell type | synthesis | routed
o21ai_0 | 25 | 25
nor2_1 | 51 | 51
ha_1 | 21 | 21
nand3_1 | 31 | 31
edfxtp_1 | 44 | 44
dfrtp_1 | 51 | 51
mux2i_1 | 28 | 28
nand2_1 | 66 | 66
inv_1 | 20 | 20
a21oi_1 | 13 | 13
[registers in the layout, indices dropped and copies added (netlist names), 2 cells and up]
signal / flops
tx_cnt: 8
tx_data: 8
UART_RX_INST.r_Bit_Index: 3
UART_TX_INST.r_Bit_Index: 3
UART_RX_INST.r_Clock_Count: 9
UART_TX_INST.r_SM_Main: 2
UART_RX_INST.r_Rx_Byte: 8
state: 3
UART_TX_INST.r_Tx_Data: 8
UART_TX_INST.r_Clock_Count: 9
UART_RX_INST.r_SM_Main: 3
wait_cnt: 32
[logic make-up after synthesis]
group	count (synthesis)	synth area share (%)
DFF	103	51.94
and+or+nand+nor	211	20.50
AOI/OAI and AO/OA	73	9.358
buffers and inverters	36	2.774
other	2	0.1411
adders and majority gates	21	4.938
muxes	37	7.383
xor gates and xnor gates	18	2.963
[per-layer routing]
metal / wire length (um) / share of wire, %
met1: 4470 / 51
met2: 3921 / 44
met5: 0 / 0
met4: 112 / 1.3
met3: 308 / 3.5
[path summary, 6_finish.rpt]
kind	start	to	cells past startpoint
min reg2reg	UART_RX_INST.r_Rx_Data_R$_DFF_P_	UART_RX_INST.r_Rx_Data$_DFF_P_	0
max reg2reg	UART_RX_INST.r_Clock_Count[1]$_DFFE_PP_	UART_RX_INST.r_Clock_Count[7]$_DFFE_PP_	6
max	UART_RX_INST.r_Clock_Count[1]$_DFFE_PP_	UART_RX_INST.r_Clock_Count[7]$_DFFE_PP_	6
min in group asynchronous	rst_n	tx_data[1]$_DFFE_PN0P_	2
max in group asynchronous	rst_n	wait_cnt[27]$_DFFE_PN0P_	2
min	UART_RX_INST.r_Rx_Data_R$_DFF_P_	UART_RX_INST.r_Rx_Data$_DFF_P_	0
[layout make-up]
cell class,count,area [um^2]
Timing Repair Buffer,6,47.55
Clock buffer,13,181.4
Inverter,20,75.07
Clock inverter,3,23.77
Fill cell,894,4622
Tap cell,136,170.2
Multi-Input combinational cell,370,2440
Sequential cell,103,2764
[metrics by stage]
step	hold slack (ns)	util [%]	cells	worst slack, ns
6_report	0.3308	55.23	651	1.481
5_1_grt	0.3493	55.23	651	1.290
4_1_cts	0.3349	55.23	651	1.461
3_5_place_dp	0.3146	53.24	635	1.474
3_3_place_gp	0.3102	53.24	635	1.478
2_1_floorplan	0.3096	-	509	1.615
Power is estimated from default activity; no workload was simulated.
